==> design/flow/design.v <==
`timescale 1ns/1ps
interface axi_ifc;
parameter AWIDTH = 32;
parameter DWIDTH = 32;
parameter AXI3 = 0;
localparam LENMAX = AXI3 ? 3 : 7;
localparam LOCKMAX = AXI3 ? 1 : 0;
localparam SIZEMAX = AXI3 ? 1 : 2;
localparam STRBWIDTH = (DWIDTH == 64) ? 8 : 4;
logic [AWIDTH-1:0] awaddr;
 logic [1:0]awburst;
 logic [3:0]awcache;
 logic [LENMAX:0]awlen;
 logic [SIZEMAX:0]awsize;
 logic [LOCKMAX:0]awlock;
logic awvalid;
logic awready;
logic [DWIDTH-1:0] wdata;
logic [STRBWIDTH-1:0]wstrb;
logic wvalid;
logic wready;
 logic wlast;
logic [1:0] bresp;
logic bvalid;
logic bready;
logic [AWIDTH-1:0] araddr;
 logic [1:0]arburst;
 logic [3:0]arcache;
 logic [LENMAX:0]arlen;
 logic [SIZEMAX:0]arsize;
 logic [LOCKMAX:0]arlock;
logic arvalid;
logic arready;
logic [DWIDTH-1:0] rdata;
logic [1:0] rresp;
logic rvalid;
logic rready;
 logic rlast;
modport master (
	output awaddr, awvalid, wdata, wstrb, wvalid, bready,
	output awburst, awcache, awlen, awsize, awlock, wlast,
	output araddr, arvalid, rready,
	output arburst, arcache, arlen, arsize, arlock,
	input awready, wready, bresp, bvalid,
	input arready, rdata, rresp, rvalid, rlast
);
modport writer (
	output awaddr, awvalid, wdata, wstrb, wvalid, bready,
	output awburst, awcache, awlen, awsize, awlock, wlast,
	input awready, wready, bresp, bvalid
);
modport reader (
	output araddr, arvalid, rready,
	output arburst, arcache, arlen, arsize, arlock,
	input arready, rdata, rresp, rvalid, rlast
);
modport slave (
	input awaddr, awvalid, wdata, wstrb, wvalid, bready,
	input awburst, awcache, awlen, awsize, awlock, wlast,
	input araddr, arvalid, rready,
	input arburst, arcache, arlen, arsize, arlock,
	output awready, wready, bresp, bvalid,
	output arready, rdata, rresp, rvalid, rlast
);
endinterface
`timescale 1ns / 1ps
module timer #(
    parameter integer TIMER_WIDTH = 32
)
(
    input clk,
    input rstn,
    input [TIMER_WIDTH-1:0] period,
    input force_overflow,
    output [TIMER_WIDTH-1:0] timer_value,
    output reg overflowed
);
reg [TIMER_WIDTH-1:0] timer = 0;
always_ff @(posedge clk) begin
    if(rstn == 0) begin
        timer <= 0;
        overflowed <= 0;
    end else begin
        overflowed <= 0;
        if(force_overflow == 1)
            timer <= period;
        else if(timer < period)
            timer <= timer + 1;
        else begin
            timer <= 0;
            if (period > 0)
                overflowed <= 1;
        end
    end
end
assign timer_value = timer;
endmodule
==> design/flow/run.sh <==
#!/bin/bash
# OpenROAD 26Q1-2900-gdf79404cd8, Yosys 0.63+post, stock flow scripts
make -C /OpenROAD-flow-scripts/flow DESIGN_CONFIG=/design/flow/config.mk WORK_HOME=/design/flow/orfs finish
==> design/flow/config.mk <==
export PLATFORM = sky130hd
export DESIGN_NAME = timer
export DESIGN_NICKNAME = timer
export VERILOG_FILES = /design/flow/design.v
export SDC_FILE = /design/flow/constraint.sdc
export NUM_CORES = 4
export LEC_CHECK = 1
export CORE_UTILIZATION = 30
==> design/flow/constraint.sdc <==
current_design timer

set clk_period 7.0
set clk_io_pct 0.2

create_clock -name clk0 -period $clk_period [get_ports {clk}]

set non_clock_inputs [all_inputs -no_clocks]
set_input_delay [expr $clk_period * $clk_io_pct] -clock clk0 $non_clock_inputs
set_output_delay [expr $clk_period * $clk_io_pct] -clock clk0 [all_outputs]
==> flow_metrics.tcl <==
# collected from the flow reports
set metrics [dict create \
    place_congestion 0.840 \
    cts_made_buffers 5 \
    layout-drive-gt1-share_pct 4.18 \
    postSynthCellCount 315 \
    route.vias.total 2428 \
    design_power_total_mw 0.489 \
    io_buf_count 67 \
    status "complete, no violations" \
    chip_area_line_of_the_yosys_report_um2 2550 \
    cts_setup_buffers 0 \
    slew_headroom_pct 38.6 \
    hold_viol_final 0 \
    worst_pin_slew_ns 0.913 \
    clock_tree.root_cell "clkbuf_8" \
    layout_worst_path_cycle_share_pct 52.5 \
    die.size.y_um 94.1 \
    vdd.ir_drop.worst_uv 61.1 \
    grt_max_degree 34 \
    net-switching-power_mw 0.137 \
    pwr_density_cell_nw_per_um2 143 \
    holdBufCountCts 0 \
    clock_tree.htree_level_count 2 \
    cts_tree "yes" \
    dieWidth_um 94.1 \
    post-route-drc-count 0 \
    internal-power_mw 0.352 \
    rrSetupSlack_ns 4.51 \
    crit_path_capture_type "flip-flop" \
    leakage_nw 1.38 \
    chip_area_um2 8860 \
    power_frac_seq_pct 45.1 \
    timing.final.setup_violations 0 \
    yosysWarningCount 1 \
    worst_ep_required_time_ns 7.19 \
    crit-reg2reg-launch "timer[23]" \
    floorplan.rows 33 \
    cts.repair.resized 0 \
    achievable-frequency_ghz 0.272 \
    drv.max_cap_violation_count 0 \
    grt-ovfl-total 0 \
    comb_power_share_pct 22.3 \
    arr_time_crit_path_ns 3.87 \
    asyncSetResetFlopFracSynth_pct 0 \
    switching_share_pct 28.0 \
    ctsLongestPathBuffers 2 \
    top_cells_by_area "dfxtp_1 (26%), ha_1 (16%), o31ai_1 (9.1%)" \
    final_area_um2 3410 \
    ff_type "dfxtp_1" \
    setup.worst_path.end "timer[4]" \
    min-delay-path-class "flip-flop to flip-flop" \
    synthTopCellsByCount "nand2_1 (48), dfxtp_1 (33), inv_1 (33)" \
    numSynthFlops 33 \
    antenna_violations_before_repair 0 \
    netlist-cell-type-count 36 \
    cp_max_fo 32 \
    synth_sequential_area_ratio_pct 25.9 \
    timing.critical_path.from_type "input port" \
    timing.reg2reg.worst_path_depth 7 \
    enable_flop_cells 0 \
    drtIter0Drc 111 \
    post_drt_wl_per_cell_um 14.7 \
    finalMaxSlewViolations 0 \
    synthesis.area_per_instance_um2 8.08 \
    min_setup_slack_post_route_ns 3.33 \
    antennaDiodeCount 0 \
    drt-total-wl_um 7180 \
    grt.total_usage_pct 17.2 \
    critical_path.startpoint "period[23]" \
    setup_total_negative_slack_ns 0 \
    clock_skews_ns 0.00837 \
    synth.yosys.num_cells 315 \
    clock_transition_time_at_the_flip_flop_clock_pins_of_the_worst_setup_and_hold_paths_ns 0.07 \
    cell_type_with_the_largest_total_area "dfxtp_1" \
    vias_in_the_first_global_route 2343 \
    dr.pass1.iters 4 \
    fp-utilization_pct 31.0 \
    rsz0062_at_grt "no" \
    placeableCoreArea_um2 8220 \
    worstReg2RegEnd "timer[4]" \
    post-synth-top-count-cell "nand2_1" \
    setup.worst_path.class "input port to flip-flop" \
    post_syn_area_um2 2550 \
    grt_first_pass_wirelength_um 11900 \
    post-place-ws_ns 3.02 \
    avgViaCountPerCell 4.98 \
    clock.latency.late_pin_ns 0.28 \
    pin_count 68 \
    placed_area_um2 3310 \
    finalWorstPathRequiredPeriod_ns 3.67 \
    cts.sink_count 33 \
    detail-route-antenna-nets 0 \
    place.detailed.hpwl_um 5460 \
    area_delta_synth_final_pct 34.0 \
    synth_largest_type_area_fraction_pct 25.9 \
    power_frac_clock_pct 32.6 \
    stage_log_warnings 25 \
]
-- kinds of logic after synthesis --
group           synth area share [%]
compound gates                  16.5
buf+inv                         7.22
flops                           25.9
simple gates                    24.3
xor+xnor                        10.3
fa+ha+maj                       15.7
-- final cells by class --
type,instances,area [um^2]
Timing Repair Buffer,70,693
Multi-Input combinational cell,239,1700
Clock buffer,7,96.3
Fill cell,822,4800
Sequential cell,33,661
Tap cell,105,131
Inverter,33,124
Clock inverter,1,5.00
-- power groups by stage --
stage | sequential [mW] | combinational [mW] | clock [mW]
CTS | 0.221 | 0.110 | 0.165
global route | 0.223 | 0.124 | 0.172
finish | 0.220 | 0.109 | 0.159
-- cells in the final DEF (no fill, tap or decap), types with 7 or more instances in the layout --
master,count
a21oi_1,9
clkbuf_8,7
nand4_1,18
o31ai_1,31
nand3_1,20
nor4_1,11
xnor2_1,7
ha_1,32
inv_1,33
nand2_1,48
xor2_1,23
clkdlybuf4s50_1,67
dfxtp_1,33
-- metal layers --
layer  vias to the layer above  GRT usage [%]  routed length [um]
met5                         -              0                   0
met4                         0           2.56                  82
met3                         4           1.81                 387
met2                        59           26.6                3180
met1                      1089           26.4                3530
li1                       1276              -                   -
-- how the worst min path moves through the flow --
stage | depth (start not counted) | endpoint | start
4_1_cts | 2 | timer[31] | timer[31]
5_1_grt | 2 | timer[31] | timer[31]
6_report | 2 | timer[31] | timer[31]
-- state kept, by name, summed over array words and instances (netlist names) --
name	cells
overflowed	1
timer	32
-- stage by stage --
step	utilization [%]	instances	hold WS (ns)
after floorplan	-	315	0.526
after global placement	40.3	480	0.607
after detailed placement	40.3	480	0.617
after CTS	41.5	488	0.627
after global routing	41.5	488	0.663
final	41.5	488	0.625
-- worst max-delay path, stage by stage --
cell and delay, ns:
clkdlybuf4s50_1 0.51, inv_1 0.06, ha_1 0.30, a21oi_1 0.14
o21ai_0 0.11, a2111oi_0 0.65, nand3_1 0.14, buf_4 0.27
o31ai_1 0.26
Power and IR drop assume default switching activity.
