File: config.mk
export PLATFORM = sky130hd
export DESIGN_NAME = motor_timing_generator
export DESIGN_NICKNAME = motor_timing_generator
export VERILOG_FILES = /design/flow/design.v
export SDC_FILE = /design/flow/constraint.sdc
export NUM_CORES = 4
export LEC_CHECK = 1
export CORE_UTILIZATION = 30
File: constraint.sdc
current_design motor_timing_generator

set clk_period 3.8
set clk_io_pct 0.2

create_clock -name clk0 -period $clk_period [get_ports {clk}]

set non_clock_inputs [all_inputs -no_clocks]
set_input_delay [expr $clk_period * $clk_io_pct] -clock clk0 $non_clock_inputs
set_output_delay [expr $clk_period * $clk_io_pct] -clock clk0 [all_outputs]
File: design.v
`timescale 1ns/1ps
interface axi_ifc;
parameter AWIDTH = 32;
parameter DWIDTH = 32;
parameter AXI3 = 0;
localparam LENMAX = AXI3 ? 3 : 7;
localparam LOCKMAX = AXI3 ? 1 : 0;
localparam SIZEMAX = AXI3 ? 1 : 2;
localparam STRBWIDTH = (DWIDTH == 64) ? 8 : 4;
logic [AWIDTH-1:0] awaddr;
 logic [1:0]awburst;
 logic [3:0]awcache;
 logic [LENMAX:0]awlen;
 logic [SIZEMAX:0]awsize;
 logic [LOCKMAX:0]awlock;
logic awvalid;
logic awready;
logic [DWIDTH-1:0] wdata;
logic [STRBWIDTH-1:0]wstrb;
logic wvalid;
logic wready;
 logic wlast;
logic [1:0] bresp;
logic bvalid;
logic bready;
logic [AWIDTH-1:0] araddr;
 logic [1:0]arburst;
 logic [3:0]arcache;
 logic [LENMAX:0]arlen;
 logic [SIZEMAX:0]arsize;
 logic [LOCKMAX:0]arlock;
logic arvalid;
logic arready;
logic [DWIDTH-1:0] rdata;
logic [1:0] rresp;
logic rvalid;
logic rready;
 logic rlast;
modport master (
	output awaddr, awvalid, wdata, wstrb, wvalid, bready,
	output awburst, awcache, awlen, awsize, awlock, wlast,
	output araddr, arvalid, rready,
	output arburst, arcache, arlen, arsize, arlock,
	input awready, wready, bresp, bvalid,
	input arready, rdata, rresp, rvalid, rlast
);
modport writer (
	output awaddr, awvalid, wdata, wstrb, wvalid, bready,
	output awburst, awcache, awlen, awsize, awlock, wlast,
	input awready, wready, bresp, bvalid
);
modport reader (
	output araddr, arvalid, rready,
	output arburst, arcache, arlen, arsize, arlock,
	input arready, rdata, rresp, rvalid, rlast
);
modport slave (
	input awaddr, awvalid, wdata, wstrb, wvalid, bready,
	input awburst, awcache, awlen, awsize, awlock, wlast,
	input araddr, arvalid, rready,
	input arburst, arcache, arlen, arsize, arlock,
	output awready, wready, bresp, bvalid,
	output arready, rdata, rresp, rvalid, rlast
);
endinterface
`timescale 1ns / 1ps
module motor_timing_generator #(
    parameter integer TIMER_WIDTH = 32
)
(
    input clk,
    input rstn,
    input [TIMER_WIDTH-1:0] timer_value,
    input [TIMER_WIDTH-1:0] compare_value,
    input compare_value_latch,
    output motor_output
);
reg [TIMER_WIDTH-1:0] compare_value_latched = 0;
always_ff @(posedge clk) begin
    if(rstn == 0)
        compare_value_latched <= 0;
    else begin
        if(compare_value_latch == 1)
            compare_value_latched <= compare_value;
    end
end
assign motor_output = timer_value < compare_value_latched;
endmodule
File: run.sh
#!/bin/bash
# OpenROAD 26Q1-2900-gdf79404cd8, Yosys 0.63+post, stock flow scripts
make -C /OpenROAD-flow-scripts/flow DESIGN_CONFIG=/design/flow/config.mk WORK_HOME=/design/flow/orfs finish
==> impl_metrics.toml <==
# yosys + openroad results
[setup_path]
path_depth = 8
slowest_stage = "or4_1"
path_delay_family = "simple AND/OR/NAND/NOR gates"
r2r_slack_ns = 3.19
setup.worst_path.start = "timer_value[13]"
path_buffers = 2
worstPathArrival_ns = 2.75
crit_end = "motor_output"
crit_chain = "clkdlybuf4s50_1 -> ha_1 -> nand4_1 -> nor3_2 -> nor4b_1 -> or4_1 -> a21oi_1 -> dlygate4sd2_1"
start_kind = "input port"
path_max_fanout = 2
path_class = "in -> out"
rr_worst_depth = 2
rr_endpoint = "compare_value_latched[15]$_SDFFE_PN0P_"
required_ns = 3.04
critical_path.endpoint_type = "primary output"
max_stage_delay_ns = 0.56
rr_startpoint = "compare_value_latched[15]$_SDFFE_PN0P_"

[die]
fp-row-count = 29
core_region_area_sq_um = 6350
die_h_um = 83.0
die_area_sq_um = 6890
io_pins = 68
fp_util_pct = 31.0
die_w_um = 83.0

[sta]
fin_ws_ns = 0.292
worstMarginPinSlew_ns = 0.516
finalSetupViolCount = 0
max_freq_ghz = 0.285
rsz0062_at_grt = "false"
clock_skew_ns = 0
slew_viol_final = 0
max_slew_margin_pct = 65.6
period_used_pct = 92.3
period_needed_ns = 3.51
hold_viol = 0

[detailed_routing]
dr.pass1.iters = 2
final_antenna_net_count = 0
wirelength_um = 3890
vias_per_cell = 4.23
antenna_cells = 0
drc = 0
dr_total_vias = 1530
drtIter0Drc = 12
routedWlPerCell_um = 10.7

[run]
warning_count = 25
max_cap_violations = 0

[grt]
grt.overflow.total = 0
track_usage_pct = 12.1
grt_pass1_vias = 1512
antenna_found_initial = 0
grt_start_max_net_pins = 33
grt_pass1_wl_um = 6780

[synth]
ys_cells = 213
ys_ff = 32
postSynthAreaPerCell_sq_um = 9.25
synth-warning-count = 1
syn_area_sq_um = 1970
synthArstFlopShare_pct = 0
synthCells = 213
postSynthSeqShare_pct = 32.5
edf_count = 0
synth_cell_type_count = 24
synthFlopType = "dfxtp_1"
ys_area_sq_um = 1970

[clock_network]
cts.sinks = 32
clk_latency_ns = 0.27
htree_levels = 2
clockRootBuffer = "clkbuf_8"
numCtsBuffers = 5
clockBufferDepth = 2
path_clk_slew_ns = 0.06
cts_tree = "built"

[final_layout]
fin_cells = 362
max_flop_register = "compare_value_latched"
n_fill_cell = 624
drive_gt1_share_pct = 5.26
largestRegisters = "compare_value_latched (32)"
largest_reg_flops = 32
final_area_sq_um = 2860
syn_to_final_growth_pct = 45.3

[placement]
placed_cell_area_sq_um = 2720
place_ws_ns = -0.0495
dpl.hpwl_um = 2970
gp_congestion = 0.767
io_buffers = 67
dp.cells = 352

[power]
power.leakage_nw = 1.20
vdd_drop_max_v = 0.000157
p_per_area_nw_per_um2 = 291

[run_status]
status = "finished, final reports clean"

[worst_hold_path]
hp-class = "reg -> reg"
cell usage in the layout (no fill, tap or decap), types with 4 or more instances in the layout:
master	count
clkdlybuf4s50_1	64
dfxtp_1	32
clkbuf_8	6
buf_4	4
inv_1	31
o21ai_0	4
nand2_1	10
a21oi_1	11
ha_1	29
mux2i_1	32
nor2b_1	32
nor2_1	4
area by class of cell:
cell class	instances	area, sq um	share of cell area [%]
clock buffer	8	90.1	3.15
sequential	32	641	22.4
inverter	31	116	4.07
tap	77	96.3	3.37
timing repair buffer	71	693	24.2
multi-input combinational	143	1220	42.8
synthesized netlist by cell type (all sizes together) (3+ instances only):
cell	number	area share [%]
clkbuf	4	0.76
a21oi	11	2.8
dfxtp	32	33
buf	3	0.76
nand2	10	1.9
nor2b	32	10
o21ai	4	1.0
nor2	4	0.76
ha	31	20
inv	31	5.9
mux2i	32	16
layer usage:
layer,vias to the layer above,GRT usage [%],share of wire (%)
li1,856,-,-
met1,628,18.2,51
met2,42,18.7,42
met3,4,2.83,5.8
met4,0,1.41,1.1
met5,-,0,0
cells by family (layout without fill, tap and decap cells):
kind of cell | Yosys count | after routing | synth area share [%]
simple gates | 56 | 56 | 16.3
buf+inv | 38 | 110 | 7.43
mux | 32 | 32 | 16.3
flops | 32 | 32 | 32.5
fa+ha+maj | 31 | 31 | 19.7
compound gates | 24 | 24 | 7.81
worst register-to-register path: stages, from the launching register on:
cell,delay (ns)
dfxtp_1,0.31
mux2i_1,0.13
nor2b_1,0.06
timing repair:
| item | 4_1_cts | 5_1_grt |
|---|---|---|
| hold buffers | 0 | 0 |
| endpoints found under the setup margin | 1 | 0 |
| setup buffers | 2 | 0 |
| resized | 6 | 0 |
| endpoints found under the hold margin | 0 | 0 |
how the worst min path moves through the flow:
stage                                     startpoint                                      to  depth (start not counted)
finish         compare_value_latched[3]$_SDFFE_PN0P_   compare_value_latched[3]$_SDFFE_PN0P_                          2
CTS           compare_value_latched[16]$_SDFFE_PN0P_  compare_value_latched[16]$_SDFFE_PN0P_                          2
global route  compare_value_latched[17]$_SDFFE_PN0P_  compare_value_latched[17]$_SDFFE_PN0P_                          2
through the flow:
step	utilization [%]	setup TNS [ns]	hold slack (ns)	power, mW
finish	45.1	0	0.515	0.832
global route	45.1	0	0.541	0.895
CTS	45.1	0	0.522	0.849
detailed placement	42.8	-0.0495	0.505	0.573
global placement	42.8	-0.0199	0.498	0.571
floorplan	-	0	0.483	0.476
report_power, final:
group / switching [mW] / internal (mW) / leakage [nW]
Combinational: 0.0766 / 0.126 / 0.893
Sequential: 0.00962 / 0.356 / 0.264
Clock: 0.116 / 0.148 / 0.0455
Total: 0.202 / 0.629 / 1.20
Power and IR drop assume default switching activity.
